$ cat design/flow/design.v
`timescale 1ns/1ps
module scalar_complex_divider_const #(ELEMENT_SIZE = 32, SCALAR = 256)(
	input[ELEMENT_SIZE-1:0] a,
	output reg[ELEMENT_SIZE-1:0] quotient
	);
	reg[ELEMENT_SIZE/2 - 1 : 0] real_value, imag_value;
	always@(*)begin
		real_value <= $signed(a[ELEMENT_SIZE/2 - 1 : 0]) / SCALAR;
		imag_value <= $signed(a[ELEMENT_SIZE-1:ELEMENT_SIZE/2])/SCALAR;
		quotient <= {imag_value, real_value};
	end
endmodule
module scalar_complex_divider #(ELEMENT_SIZE = 32)(
	input[ELEMENT_SIZE-1:0] a,
	input[ELEMENT_SIZE/2 - 1:0] b,
	output reg[ELEMENT_SIZE-1:0] quotient
	);
	reg[ELEMENT_SIZE/2 - 1 : 0] real_value, imag_value;
	always@(*)begin
		real_value <= $signed(a[ELEMENT_SIZE/2 - 1 : 0]) / b;
		imag_value <= $signed(a[ELEMENT_SIZE-1:ELEMENT_SIZE/2])/b;
		quotient <= {imag_value, real_value};
	end
endmodule
module scalar_divide_const #(
	parameter MAT_WIDTH = 4,
	parameter MAT_HEIGHT = 4,
	parameter ELEMENT_SIZE = 32,
	parameter SCALAR = 256
	) (
	input clk, reset_n,
	input [MAT_WIDTH * MAT_HEIGHT * ELEMENT_SIZE - 1:0] s_axis_tdata,
	output reg[MAT_WIDTH * MAT_HEIGHT * ELEMENT_SIZE - 1:0] m_axis_tdata,
	input s_axis_tvalid, s_axis_tlast, s_axis_tuser, m_axis_tready,
	output reg s_axis_tready, m_axis_tvalid, m_axis_tlast, m_axis_tuser
	);
	wire load_data;
	assign load_data = s_axis_tvalid & s_axis_tready;
	wire[MAT_WIDTH * MAT_HEIGHT * ELEMENT_SIZE - 1:0] result;
	always@(posedge clk or negedge reset_n)begin
		if(!reset_n)begin
			m_axis_tdata <= 0;
			m_axis_tlast <= 0;
			s_axis_tready <= 0;
			m_axis_tuser <= 0;
			m_axis_tvalid <= 0;
		end else begin
			m_axis_tlast <= s_axis_tlast;
			s_axis_tready <= m_axis_tready;
			m_axis_tuser <= s_axis_tuser;
			m_axis_tvalid <= load_data;
			if(load_data) begin
				m_axis_tdata <= result;
			end else begin
				m_axis_tdata <= m_axis_tdata;
			end
		end
	end
	genvar i, j;
	generate
		for(i = 0; i < MAT_HEIGHT; i = i + 1)begin
			for(j = 0; j < MAT_WIDTH; j = j + 1)begin
				scalar_complex_divider_const #(.ELEMENT_SIZE(ELEMENT_SIZE), .SCALAR(SCALAR)) 
				divider(.a(s_axis_tdata[(i * MAT_WIDTH + j + 1) * ELEMENT_SIZE - 1 : (i * MAT_WIDTH + j) * ELEMENT_SIZE]),
							  .quotient(result[(i * MAT_WIDTH + j + 1) * ELEMENT_SIZE - 1 : (i * MAT_WIDTH + j) * ELEMENT_SIZE])
							  );
			end
		end
	endgenerate
endmodule
module scalar_divide #(
	parameter MAT_WIDTH = 4,
	parameter MAT_HEIGHT = 4,
	parameter ELEMENT_SIZE = 32
	) (
	input clk, reset_n,
	input [MAT_WIDTH * MAT_HEIGHT * ELEMENT_SIZE - 1:0] s_axis_a_tdata,  s_axis_b_tdata,
	output reg[MAT_WIDTH * MAT_HEIGHT * ELEMENT_SIZE - 1:0] m_axis_tdata,
	input s_axis_a_tvalid, s_axis_a_tlast, s_axis_a_tuser, 
	input s_axis_b_tvalid, s_axis_b_tlast, s_axis_b_tuser, 
	input m_axis_tready,
	output reg s_axis_a_tready, s_axis_b_tready,
	output reg  m_axis_tvalid, m_axis_tlast,
	output reg[1:0]  m_axis_tuser
	);
	wire load_data;
	assign load_data = s_axis_a_tvalid & s_axis_b_tvalid & s_axis_a_tready & s_axis_b_tready;
	wire[MAT_WIDTH * MAT_HEIGHT * ELEMENT_SIZE - 1:0] result;
	always@(posedge clk or negedge reset_n)begin
		if(!reset_n)begin
			m_axis_tdata <= 0;
			m_axis_tlast <= 0;
			s_axis_a_tready <= 0;
			s_axis_b_tready <= 0;
			m_axis_tuser <= 0;
			m_axis_tvalid <= 0;
		end else begin
			m_axis_tlast <= s_axis_a_tlast | s_axis_b_tlast ;
			s_axis_a_tready <= m_axis_tready;
			s_axis_b_tready <= m_axis_tready;
			m_axis_tuser <= {s_axis_a_tuser, s_axis_b_tuser};
			m_axis_tvalid <= load_data;
			if(load_data)begin
				m_axis_tdata <= result;
			end else begin
				m_axis_tdata <= m_axis_tdata;
			end
		end
	end
	genvar i, j;
	generate
		for(i = 0; i < MAT_HEIGHT; i = i + 1)begin
			for(j = 0; j < MAT_WIDTH; j = j + 1)begin
				scalar_complex_divider #(.ELEMENT_SIZE(ELEMENT_SIZE)) 
				divider(.a(s_axis_a_tdata[(i * MAT_WIDTH + j + 1) * ELEMENT_SIZE - 1 : (i * MAT_WIDTH + j) * ELEMENT_SIZE]),
						.b(s_axis_b_tdata[(i * MAT_WIDTH + j + 1) * ELEMENT_SIZE - 1 : (i * MAT_WIDTH + j) * ELEMENT_SIZE]),
							  .quotient(result[(i * MAT_WIDTH + j + 1) * ELEMENT_SIZE - 1 : (i * MAT_WIDTH + j) * ELEMENT_SIZE])
							  );
			end
		end
	endgenerate
endmodule
$ cat design/flow/run.sh
#!/bin/bash
# OpenROAD 26Q1-2900-gdf79404cd8, Yosys 0.63+post, stock flow scripts
make -C /OpenROAD-flow-scripts/flow DESIGN_CONFIG=/design/flow/config.mk WORK_HOME=/design/flow/orfs finish
$ cat design/flow/config.mk
export PLATFORM = sky130hd
export DESIGN_NAME = scalar_divide_const
export DESIGN_NICKNAME = scalar_divide_const
export VERILOG_FILES = /design/flow/design.v
export SDC_FILE = /design/flow/constraint.sdc
export NUM_CORES = 4
export LEC_CHECK = 1
export CORE_AREA = 10 10 398 398
export DIE_AREA = 0 0 408 408
$ cat design/flow/constraint.sdc
current_design scalar_divide_const

set clk_period 19.9
set clk_io_pct 0.2

create_clock -name clk0 -period $clk_period [get_ports {clk}]

set non_clock_inputs [all_inputs -no_clocks]
set_input_delay [expr $clk_period * $clk_io_pct] -clock clk0 $non_clock_inputs
set_output_delay [expr $clk_period * $clk_io_pct] -clock clk0 [all_outputs]
==> impl_metrics.csv <==
group,metric,value,unit
status,status,"finished clean",
pwr,seqPwrFrac,39.2,%
worst_hold_path,hold_class,"flip-flop to flip-flop",
yosys,syn_area,23600,sq um
placed_design,place_area,36200,sq um
drt,post_drt_wl_per_cell,24.1,um
grt,grt_pass1_vias,22000,
sta,hold_viol,0,
placed_design,gp_congestion,0.948,
clock_network,clk_pin_slew,0.06,ns
yosys,netlist_instances,2285,
sta,setup_viol,0,
critical_path,endpoint_kind,"flip-flop",
sta,skew,0.0213,ns
pwr,p_total,3.25,mW
final_layout,nFillCells,15800,
yosys,top_area_cell,"dfrtp_1",
yosys,yosysTopAreaCellShare,54.7,%
yosys,ys_cells,2285,
pwr,power.internal,2.37,mW
sta,min_period,7.26,ns
drt,antenna_left,0,
clock_network,h-tree-depth,3,
clock_network,insertion_delay,0.66,ns
critical_path,critPathArrivalTime,7.80,ns
sta,relSlewSlack,33.5,%
critical_path,crit_type,"primary input to flip-flop",
drt,first_pass_iters,5,
sta,whs,0.471,ns
clock_network,postCtsSetupBuffers,0,
sta,slew_violations,0,
placed_design,portBuffers,1033,
critical_path,worstPathRequired,20.44,ns
clock_network,cts_resized,0,
yosys,yosys-stat-area,23600,sq um
yosys,ys_warn_count,2,
critical_path,crit_buf_inv,5,
drt,drt_wl_total,130,mm
final_layout,flop_area,12900,sq um
final_layout,logic_area,10100,sq um
clock_network,cts-root-buf,"clkbuf_16",
yosys,avgSynthCellArea,10.3,sq um
die,pin_count,1034,
final_layout,drive_above_1_share,4.32,%
drt,drc,0,
sta,rsz0062_at_grt,"no",
clock_network,cts_tree,"built",
run,warning_count,47,
die,chipHeight,408,um
final_layout,fin_util,25.7,%
final_layout,final_design_area_no_fill,38500,sq um
yosys,ys_ff,516,
grt,antenna_found_initial,47,
critical_path,cp_max_fo,108,
sta,tightestPinTransition,0.988,ns
final_layout,instances_no_fill,5376,
clock_network,holdBufCountCts,0,
die,dieArea,166000,sq um
die,coreArea,150000,sq um
critical_path,cp_cell_sequence,"buf_4 -> nand2_8 -> buf_4 -> buf_4 -> buf_4 -> buf_4 -> or4_1 -> nand3_1",
die,initial_core_util,15.8,%
clock_network,cts_buffer_depth,3,
placed_design,placed_cells,5253,
pwr,leakage,16.9,nW
critical_path,start_kind,"primary input",
pwr,power_switching,0.881,mW
run,cap_violations,0,
clock_network,cts_buffers,67,
yosys,ys_seq_share,54.7,%
critical_path,slowest_delay,0.70,ns
critical_path,critical_path.most_common_cell,"buf_4",
sta,fmax,0.138,GHz
die,rows,142,
final_layout,syn_to_final_growth,63.3,%
drt,dr.first_iter.drc_count,1333,
pwr,combinationalPowerShare,21.4,%
grt,grt_max_degree,109,
grt,grt_pass1_wl,179,mm
pwr,peakVddDrop,0.0592,mV
pwr,clkPwrFrac,39.3,%
pwr,p_per_area,84.3,nW/um^2
critical_path,slowest_stage,"buf_4",
pwr,switching_share,27.1,%
critical_path,cpLargestDelayFamily,"buffers and inverters",
grt,grt_usage,15.3,%
grt,grt_overflow_total,0,
yosys,top_cells_by_area,"dfrtp_1, nand2_1, a21o_1",
drt,vias_per_cell,4.10,
placed_design,post-place-ws,11.85,ns
sta,period_used_share,36.5,%
die,die_w,408,um
sta,fin_ws,12.64,ns
drt,vias,22000,
sta,tns,0,ns
clock_network,cts.sinks,516,
yosys,ys_types,32,
placed_design,hpwl,107,mm
## final timing paths
check                                                   start                             to  slack (ns)  depth (start not counted)
worst max-delay path                            s_axis_tvalid   m_axis_tdata[54]$_DFFE_PN0P_       12.64                          8
worst min-delay path            m_axis_tdata[109]$_DFFE_PN0P_  m_axis_tdata[109]$_DFFE_PN0P_        0.47                          1
worst max register to register        s_axis_tready$_DFF_PN0_   m_axis_tdata[54]$_DFFE_PN0P_       15.79                          7
worst min register to register  m_axis_tdata[109]$_DFFE_PN0P_  m_axis_tdata[109]$_DFFE_PN0P_        0.47                          1
max in group asynchronous                             reset_n  m_axis_tdata[200]$_DFFE_PN0P_       12.81                          6
min in group asynchronous                             reset_n  m_axis_tdata[490]$_DFFE_PN0P_        3.24                          1
## metal layers
| metal | wire [um] | global-route usage [%] |
|---|---|---|
| met1 | 50700 | 18.7 |
| met2 | 63500 | 25.8 |
| met3 | 12000 | 5.98 |
| met4 | 3490 | 3.10 |
| met5 | 31 | 0 |
## worst reg2reg max path: stages, from the launching register on
cell and delay, ns:
dfrtp_4 0.58, nand2_8 0.50, buf_4 0.71, buf_4 0.57, buf_4 0.61, buf_4 0.72, or4_1 0.25, nand3_1 0.08
## area by class of cell
| cell class | instances | area share (%) |
|---|---|---|
| Timing Repair Buffer | 1065 | 27.5 |
| Clock buffer | 93 | 5.03 |
| Tap cell | 2016 | 6.55 |
| Inverter | 6 | 0.0780 |
| Sequential cell | 516 | 33.5 |
| Clock inverter | 24 | 0.961 |
| Multi-Input combinational cell | 1650 | 26.3 |
| Antenna cell | 6 | 0.0390 |
## power groups by stage
stage	Clock (mW)	Sequential, mW	Combinational (mW)
after CTS	1.33	1.28	0.717
after global routing	1.37	1.29	0.764
final	1.28	1.27	0.696
## registers in the layout (all words and copies together), names as in the netlist
name,cells
m_axis_tdata,512
m_axis_tuser,1
s_axis_tready,1
m_axis_tlast,1
m_axis_tvalid,1
## cell families (layout without fill, tap and decap cells)
| logic type | count (synthesis) | after routing | share of synthesized area [%] |
|---|---|---|---|
| other | 0 | 6 | 0 |
| AND/OR/NAND/NOR | 846 | 846 | 16.7 |
| adder cells (fa/ha/maj) | 110 | 110 | 5.83 |
| XOR/XNOR | 101 | 101 | 3.75 |
| buffers and inverters | 119 | 1188 | 2.38 |
| AND-OR/OR-AND | 593 | 593 | 16.6 |
| flip-flops | 516 | 516 | 54.7 |
## placed cells by master, fill, tap and decap left out, types with 11 or more instances in the layout
cell,Yosys,final
nand4_1,24,24
clkdlybuf4s50_1,0,1031
and4_1,24,24
and4b_1,12,12
clkbuf_8,0,14
or3_1,55,55
and3_1,11,11
nor4_1,64,62
nor2_1,50,50
nand2_1,466,466
a21oi_1,15,15
xor2_1,63,63
dfrtp_1,516,515
o21ai_0,183,183
nand3_1,129,129
a21boi_0,32,32
a211o_1,12,12
clkbuf_16,0,68
a21o_1,224,224
buf_4,0,33
a31oi_1,89,89
xnor2_1,38,38
clkbuf_1,31,11
ha_1,110,110
a41oi_1,26,26
## cells in the mapped netlist
cell,n
o21ai_0,183
and3_1,11
inv_2,1
and2_1,3
a31oi_1,89
nand4_1,24
nand2_2,1
clkbuf_1,31
xor2_1,63
nor4_1,64
a41oi_1,26
and4b_1,12
and4_1,24
nor2_1,50
xnor2_1,38
buf_2,80
ha_1,110
buf_6,2
or4_1,2
inv_1,5
a21boi_0,32
a21o_1,224
nand3_1,129
nand2_1,466
or3_1,55
o311a_1,6
o31a_1,4
nand2b_1,5
a211o_1,12
dfrtp_1,516
a21oi_1,15
o211ai_1,2
Power is estimated from default activity; no workload was simulated.
